**flow/design.v**
```verilog
module gpu_apb_interface
  (
    input wire clk,
    input wire n_rst,
    input wire [31:0] pAddr_i,
    input wire [31:0] pDataWrite_i,
    input wire pSel_i,
    input wire pEnable_i,
    input wire pWrite_i,
    output reg command_o,
    output reg [3:0] opcode_o,
    output reg [27:0] parameters_o
  );
  typedef enum bit {SETUP, ACCESS} stateType;
  stateType state, nextstate;
  always @ (posedge clk, negedge n_rst)
  begin: stateReg
    if (n_rst == 0)
      state <= SETUP;
    else
      state <= nextstate;
  end
  always_comb
  begin: nextStateLogic
    nextstate = state;
    case(state)
      SETUP:
        begin
          if (pSel_i == 1 && pEnable_i == 0 && pWrite_i == 1)
            nextstate = ACCESS;
        end
      ACCESS:
        nextstate = SETUP;
    endcase
  end
  always_comb
  begin: outputLogic
    opcode_o = 0;
    parameters_o = 0;
    command_o = 0;
    case(state)
      ACCESS:
        begin
          if (pSel_i == 1 && pEnable_i == 1 && pWrite_i == 1)
            begin
              command_o = 1'b1;
              opcode_o = pDataWrite_i[31:28];
              parameters_o = pDataWrite_i[27:0];
            end
        end
    endcase
  end
endmodule
```
**flow/run.sh**
```bash
#!/bin/bash
# OpenROAD 26Q1-2900-gdf79404cd8, Yosys 0.63+post, stock flow scripts
make -C /OpenROAD-flow-scripts/flow DESIGN_CONFIG=/design/flow/config.mk WORK_HOME=/design/flow/orfs finish
```
**flow/config.mk**
```make
export PLATFORM = sky130hd
export DESIGN_NAME = gpu_apb_interface
export DESIGN_NICKNAME = gpu_apb_interface
export VERILOG_FILES = /design/flow/design.v
export SDC_FILE = /design/flow/constraint.sdc
export NUM_CORES = 4
export LEC_CHECK = 1
export CORE_AREA = 10 10 70 70
export DIE_AREA = 0 0 80 80
```
**flow/constraint.sdc**
```tcl
current_design gpu_apb_interface

set clk_period 1.9
set clk_io_pct 0.2

create_clock -name clk0 -period $clk_period [get_ports {clk}]

set non_clock_inputs [all_inputs -no_clocks]
set_input_delay [expr $clk_period * $clk_io_pct] -clock clk0 $non_clock_inputs
set_output_delay [expr $clk_period * $clk_io_pct] -clock clk0 [all_outputs]
```
==> results_tabular.tex <==
% Table of physical implementation metrics
\begin{tabular}{lr}
\hline
Metric & Value \\
\hline
\multicolumn{2}{l}{\textbf{Synth}} \\
Yosys Warn Count & 1 \\
Post-synthesis cell type count & 7 \\
Total standard cell area after synthesis & 294 sq um \\
Synthesized area per cell & 7.54 sq um \\
Count of state elements after synthesis & 1 \\
Yosys top cell area share & 42.6\% \\
Part of the Yosys area used for sequential elements & 8.51\% \\
Area reported by Yosys stat & 294 sq um \\
Mapped Cells & 39 \\
Number of cell instances after yosys synthesis & 39 \\
Top cell type by total area after synthesis & and2\_1 \\
Main area contributors after synthesis & and2\_1 (43\%), and2\_2 (31\%), buf\_6 (11\%) \\
\multicolumn{2}{l}{\textbf{STA}} \\
Final number of hold-violating endpoints & 0 \\
Final min period & 1830 ps \\
Transition time at the pin with the least slew margin & 215 ps \\
Setup WS post-layout & 68.6 ps \\
Relative slew slack & 85.6\% \\
Unrepaired setup endpoints after global routing & no \\
Portion of the clock cycle consumed by the worst path in the final layout & 96.4\% \\
Upper clock frequency limit & 0.546 GHz \\
Setup TNS & 0 ps \\
Final max-slew violation count & 0 \\
Clock skew & 0 ps \\
Final setup fails & 0 \\
\multicolumn{2}{l}{\textbf{Min path}} \\
Path category of the worst min-delay check & in2async \\
\multicolumn{2}{l}{\textbf{Finish}} \\
Area of all placed cells without fillers & 1030 sq um \\
Area taken by flip-flops and latches & 25.0 sq um \\
Number of flip-flops in the largest register & 1 \\
Tally of filler cells in the layout & 358 \\
Logic cell area & 269 sq um \\
Biggest registers after layout & state (1) \\
Fin util & 30.1\% \\
Area growth from synthesis to layout & 249\% \\
Layout cells sized above 1 & 17.6\% \\
Top register by number of flip-flops & state \\
\multicolumn{2}{l}{\textbf{Outcome}} \\
Run status & finished, final reports clean \\
\multicolumn{2}{l}{\textbf{Die}} \\
X dimension of the die & 80 um \\
Top-level port count & 102 \\
Area of the die & 6400 sq um \\
Floorplan-stage core utilization & 8.61\% \\
Height of the chip & 80 um \\
Core Footprint & 3420 sq um \\
Number of placement rows & 21 \\
\multicolumn{2}{l}{\textbf{Clock network}} \\
Hold buffer count at cts & 0 \\
Clock latency reported for the late side of the worst-skew pair & 0 ps \\
Setup fix buffers added after clock tree synthesis & 0 \\
Clock-pin slew of the registers on the worst-case setup and hold paths & 0 ps \\
\multicolumn{2}{l}{\textbf{Worst setup path}} \\
Required time of the worst setup path & 1520 ps \\
CP max FO & 8 \\
Crit path DAT & 1450 ps \\
Number of buffer and inverter instances along the worst setup path & 2 \\
Cell at the slowest stage of the critical path & clkdlybuf4s50\_1 \\
Delay of the slowest critical-path stage & 470 ps \\
WS Path Type & in2out \\
Cells along the critical path & buf\_2 -> and4\_4 -> and2\_2 -> clkdlybuf4s50\_1 \\
Startpoint type of the worst setup path & primary input \\
CP delay by family, top & buffers and inverters \\
Kind of end point of the critical path & output port \\
\multicolumn{2}{l}{\textbf{Power}} \\
Share of total power consumed by net switching & 16.3\% \\
Internal power contribution & 0.0929 mW \\
Switching power & 0.0181 mW \\
Total power of the final layout & 0.111 mW \\
Share of power burned in combinational logic & 78.3\% \\
Power density over the cells & 108 nW/um\^{}2 \\
Largest voltage drop on the vdd net & 106 uV \\
Lkg Pwr & 0.392 nW \\
Relative contribution of sequential cells to total power & 21.7\% \\
Clock network fraction of design power & 0\% \\
\multicolumn{2}{l}{\textbf{Global routing}} \\
Wire length of the first global-routing pass & 3440 um \\
GRT overflow & 0 \\
Antenna violations before repair & 0 \\
Global Route Usage Sum & 6.73\% \\
Largest net degree at the start of global routing & 10 \\
Via count of the first global-routing pass & 610 \\
\multicolumn{2}{l}{\textbf{Routing}} \\
Routed Antenna Nets & 0 \\
Residual DRC count & 0 \\
Antenna diode count & 0 \\
WL/cell & 15.2 um \\
Starting DRT DRC Count & 9 \\
Via-per-instance ratio & 3.57 \\
Final wirelength & 2340 um \\
Via total after detailed routing & 550 \\
Iteration tally of the first detailed-router pass & 2 \\
\multicolumn{2}{l}{\textbf{Placement}} \\
Detailed placer's ending HPWL & 1750 um \\
Number of buffers inserted by port buffering & 69 \\
Routability Congestion & 0.821 \\
Instance area after placement & 1010 sq um \\
Worst setup slack before clock tree synthesis & -415 ps \\
\multicolumn{2}{l}{\textbf{Flow run}} \\
Max\_cap viols & 0 \\
OpenROAD warning count & 60 \\
\hline
\end{tabular}
-- power groups by stage --
stage         clock, mW  sequential [mW]  combinational (mW)
CTS                   0           0.0241              0.0882
finish                0           0.0241              0.0870
global route          0           0.0243              0.0946
-- cells in the mapped netlist, drive strengths merged --
master and count:
and2 32, buf 3, and4 1, dfrtp 1, nand2 1, nor3 1
-- cells by family after synthesis --
logic type,Yosys count,share of synthesized area (%)
buf+inv,3,11.5
simple gates,35,80.0
flops,1,8.51
-- worst paths after layout --
check	from	endpoint	slack, ps	cells past startpoint
setup reg to reg	state	state	1170	1
hold reg to reg	state	state	570	1
min in group clk0	state	state	570	1
setup / recovery	pSel_i	opcode_o[3]	70	4
hold / removal	n_rst	state	530	1
max in group asynchronous	n_rst	state	1270	1
-- routing by layer --
layer,track usage [%],share of wire (%)
met5,0,0
met2,9.95,36
met1,7.74,40
met4,0,0
met3,5.68,24
-- through the flow --
stage	hold slack [ps]	std cells
2_1_floorplan	84.4	39
5_1_grt	542	154
6_report	532	154
4_1_cts	536	154
3_5_place_dp	423	151
3_3_place_gp	425	151
-- layout by cell type, fill, tap and decap left out, drive strengths merged --
master / synthesis / layout
nor3: 1 / 1
buf: 3 / 3
and2: 32 / 32
dfrtp: 1 / 1
clkdlybuf4s50: 0 / 66
and4: 1 / 4
nand2: 1 / 1
-- area by class of cell --
type | instances | share of cell area, %
well taps | 46 | 5.60
repair buffers | 69 | 65.8
multi-input cells | 38 | 26.2
flip-flops and latches | 1 | 2.44
-- timing repair --
item / in CTS / in global routing
endpoints found under the setup margin: 33 / 1
gates resized: 15 / 0
cloned: 3 / 0
pin swaps: 3 / 1
Power and IR drop assume default switching activity.
